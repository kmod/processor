<file path="flow/config.mk">
export PLATFORM = sky130hd
export DESIGN_NAME = sha256_chunk
export DESIGN_NICKNAME = sha256_chunk
export VERILOG_FILES = /design/flow/design.v
export SDC_FILE = /design/flow/constraint.sdc
export NUM_CORES = 4
export LEC_CHECK = 1
export CORE_UTILIZATION = 30
</file>
<file path="flow/constraint.sdc">
current_design sha256_chunk

set clk_period 86.6
set clk_io_pct 0.2

create_clock -name clk0 -period $clk_period [get_ports {clk}]

set non_clock_inputs [all_inputs -no_clocks]
set_input_delay [expr $clk_period * $clk_io_pct] -clock clk0 $non_clock_inputs
set_output_delay [expr $clk_period * $clk_io_pct] -clock clk0 [all_outputs]
</file>
<file path="flow/design.v">
`timescale 1ns / 1ps
module karray(
		input wire [5:0] idx, output reg [31:0] k
	);
	always @(*) begin
		case (idx)
			6'b000000: k = 32'h428a2f98;
			6'b000001: k = 32'h71374491;
			6'b000010: k = 32'hb5c0fbcf;
			6'b000011: k = 32'he9b5dba5;
			6'b000100: k = 32'h3956c25b;
			6'b000101: k = 32'h59f111f1;
			6'b000110: k = 32'h923f82a4;
			6'b000111: k = 32'hab1c5ed5;
			6'b001000: k = 32'hd807aa98;
			6'b001001: k = 32'h12835b01;
			6'b001010: k = 32'h243185be;
			6'b001011: k = 32'h550c7dc3;
			6'b001100: k = 32'h72be5d74;
			6'b001101: k = 32'h80deb1fe;
			6'b001110: k = 32'h9bdc06a7;
			6'b001111: k = 32'hc19bf174;
			6'b010000: k = 32'he49b69c1;
			6'b010001: k = 32'hefbe4786;
			6'b010010: k = 32'h0fc19dc6;
			6'b010011: k = 32'h240ca1cc;
			6'b010100: k = 32'h2de92c6f;
			6'b010101: k = 32'h4a7484aa;
			6'b010110: k = 32'h5cb0a9dc;
			6'b010111: k = 32'h76f988da;
			6'b011000: k = 32'h983e5152;
			6'b011001: k = 32'ha831c66d;
			6'b011010: k = 32'hb00327c8;
			6'b011011: k = 32'hbf597fc7;
			6'b011100: k = 32'hc6e00bf3;
			6'b011101: k = 32'hd5a79147;
			6'b011110: k = 32'h06ca6351;
			6'b011111: k = 32'h14292967;
			6'b100000: k = 32'h27b70a85;
			6'b100001: k = 32'h2e1b2138;
			6'b100010: k = 32'h4d2c6dfc;
			6'b100011: k = 32'h53380d13;
			6'b100100: k = 32'h650a7354;
			6'b100101: k = 32'h766a0abb;
			6'b100110: k = 32'h81c2c92e;
			6'b100111: k = 32'h92722c85;
			6'b101000: k = 32'ha2bfe8a1;
			6'b101001: k = 32'ha81a664b;
			6'b101010: k = 32'hc24b8b70;
			6'b101011: k = 32'hc76c51a3;
			6'b101100: k = 32'hd192e819;
			6'b101101: k = 32'hd6990624;
			6'b101110: k = 32'hf40e3585;
			6'b101111: k = 32'h106aa070;
			6'b110000: k = 32'h19a4c116;
			6'b110001: k = 32'h1e376c08;
			6'b110010: k = 32'h2748774c;
			6'b110011: k = 32'h34b0bcb5;
			6'b110100: k = 32'h391c0cb3;
			6'b110101: k = 32'h4ed8aa4a;
			6'b110110: k = 32'h5b9cca4f;
			6'b110111: k = 32'h682e6ff3;
			6'b111000: k = 32'h748f82ee;
			6'b111001: k = 32'h78a5636f;
			6'b111010: k = 32'h84c87814;
			6'b111011: k = 32'h8cc70208;
			6'b111100: k = 32'h90befffa;
			6'b111101: k = 32'ha4506ceb;
			6'b111110: k = 32'hbef9a3f7;
			6'b111111: k = 32'hc67178f2;
		endcase
	end
endmodule
module sha256_chunk(
		input wire clk, input wire [511:0] data, input wire [255:0] V_in, output wire [255:0] hash
	);
	function [31:0] rotate (input [31:0] data, input [4:0] shift);
		reg [63:0] tmp;
		begin
		  tmp = {data, data} >> shift;
		  rotate = tmp[31:0];
		end
	endfunction
	function [31:0] flipbytes (input [31:0] data);
		flipbytes = {data[7:0], data[15:8], data[23:16], data[31:24]};
	endfunction
	reg [255:0] V;
	reg [31:0] R[7:0];  
	reg [31:0] w[15:0];
	reg [31:0] nw, nR[7:0], s0, s1, S1, ch, temp1, S0, maj, temp2;
	wire [31:0] k;
	karray karray(.idx(roundnum), .k(k));
	assign hash[31:0] = V[31:0] + nR[0];
	assign hash[63:32] = V[63:32] + nR[1];
	assign hash[95:64] = V[95:64] + nR[2];
	assign hash[127:96] = V[127:96] + nR[3];
	assign hash[159:128] = V[159:128] + nR[4];
	assign hash[191:160] = V[191:160] + nR[5];
	assign hash[223:192] = V[223:192] + nR[6];
	assign hash[255:224] = V[255:224] + nR[7];
	reg [5:0] roundnum = 0;
	always @(*) begin
		s0 = rotate(w[1], 7) ^ rotate(w[1], 18) ^ (w[1] >> 3);
		s1 = rotate(w[14], 17) ^ rotate(w[14], 19) ^ (w[14] >> 10);
		nw = w[0] + s0 + w[9] + s1;
		S1 = rotate(R[4], 6) ^ rotate(R[4], 11) ^ rotate(R[4], 25);
		ch = (R[4] & R[5]) ^ ((~R[4]) & R[6]);
		temp1 = R[7] + S1 + ch + k + w[0];
		S0 = rotate(R[0], 2) ^ rotate(R[0], 13) ^ rotate(R[0], 22);
		maj = (R[0] & R[1]) ^ (R[0] & R[2]) ^ (R[1] & R[2]);
		temp2 = S0 + maj;
		nR[7] = R[6];
		nR[6] = R[5];
		nR[5] = R[4];
		nR[4] = R[3] + temp1;
		nR[3] = R[2];
		nR[2] = R[1];
		nR[1] = R[0];
		nR[0] = temp1 + temp2;
	end
	always @(posedge clk) begin
		if (roundnum == 6'b111111) begin
			V <= V_in;
			R[0] <= V_in[31:0];
			R[1] <= V_in[63:32];
			R[2] <= V_in[95:64];
			R[3] <= V_in[127:96];
			R[4] <= V_in[159:128];
			R[5] <= V_in[191:160];
			R[6] <= V_in[223:192];
			R[7] <= V_in[255:224];
			w[0] <= flipbytes(data[31:0]);
			w[1] <= flipbytes(data[63:32]);
			w[2] <= flipbytes(data[95:64]);
			w[3] <= flipbytes(data[127:96]);
			w[4] <= flipbytes(data[159:128]);
			w[5] <= flipbytes(data[191:160]);
			w[6] <= flipbytes(data[223:192]);
			w[7] <= flipbytes(data[255:224]);
			w[8] <= flipbytes(data[287:256]);
			w[9] <= flipbytes(data[319:288]);
			w[10] <= flipbytes(data[351:320]);
			w[11] <= flipbytes(data[383:352]);
			w[12] <= flipbytes(data[415:384]);
			w[13] <= flipbytes(data[447:416]);
			w[14] <= flipbytes(data[479:448]);
			w[15] <= flipbytes(data[511:480]);
		end else begin
			R[0] <= nR[0];
			R[1] <= nR[1];
			R[2] <= nR[2];
			R[3] <= nR[3];
			R[4] <= nR[4];
			R[5] <= nR[5];
			R[6] <= nR[6];
			R[7] <= nR[7];
			w[0] <= w[1];
			w[1] <= w[2];
			w[2] <= w[3];
			w[3] <= w[4];
			w[4] <= w[5];
			w[5] <= w[6];
			w[6] <= w[7];
			w[7] <= w[8];
			w[8] <= w[9];
			w[9] <= w[10];
			w[10] <= w[11];
			w[11] <= w[12];
			w[12] <= w[13];
			w[13] <= w[14];
			w[14] <= w[15];
			w[15] <= nw;
		end
		roundnum <= roundnum + 1'b1;
	end
endmodule
</file>
<file path="flow/run.sh">
#!/bin/bash
# OpenROAD 26Q1-2900-gdf79404cd8, Yosys 0.63+post, stock flow scripts
make -C /OpenROAD-flow-scripts/flow DESIGN_CONFIG=/design/flow/config.mk WORK_HOME=/design/flow/orfs finish
</file>
==> flow_metrics.tcl <==
# yosys + openroad results
set metrics [dict create \
    worstHoldEndpoint "w[6][7]" \
    clkTransAtPathRegs_ns 0.08 \
    sw_frac_of_total_pct 27.0 \
    layout_setup_ws_ns 55.67 \
    flop_cell "dfxtp_1" \
    setup_viol 0 \
    yosys_warnings 5 \
    min-delay-start "w[7][7]" \
    cts.sinks 1030 \
    dieArea_mm2 0.201 \
    drt_wl_total_mm 264 \
    synth.top_cells.by_area "dfxtp_1, nand2_1, edfxtp_1" \
    criticalPathCategory "reg -> out" \
    syn_to_final_growth_pct 29.0 \
    largest_area_cell "dfxtp_1" \
    hpwl_mm 219 \
    clk_latency_ns 0.80 \
    fp_util_pct 30.3 \
    min_period_over_period_pct 35.7 \
    grt_pass1_wl_mm 369 \
    tool_warnings 45 \
    rows 163 \
    gp_congestion 1.01 \
    ir_worst_vdd_uv 17.5 \
    p_per_area_mw_per_mm2 16.4 \
    postRouteAntennaNets 0 \
    die_w_um 449 \
    hp-class "reg -> reg" \
    dr_total_vias 52100 \
    grt_max_degree 91 \
    n_fill_cell 19800 \
    rrSetupSlack_ns 75.44 \
    stdcell_count 10800 \
    holdWs_ns 0.407 \
    syn-mean-instance-area_um2 8.46 \
    antenna_found_initial 73 \
    p_int_uw 923 \
    wl_per_cell_um 24.5 \
    clockBufferDepth 3 \
    hold_violations 0 \
    p_comb_share_pct 18.8 \
    die.size.y_um 449 \
    reg2reg_from "roundnum[1]" \
    grt_pass1_vias 51400 \
    htree_levels 3 \
    layout_top_cells "nand2_1, clkdlybuf4s50_1, dfxtp_1" \
    fmax_mhz 32.3 \
    r2r-end "R[0][31]" \
    core_mm2 0.198 \
    yosysSeqAreaShare_pct 38.7 \
    power.leakage_uw 0.0347 \
    p_clk_share_pct 42.1 \
    end_kind "output port" \
    cts_tree "built" \
    worstPathArrival_ns 13.61 \
    netlist_area_mm2 0.0599 \
    drive_gt1_share_pct 4.57 \
    drt_pass1_iterations 9 \
    drtIter0Drc 3558 \
    max_stage_delay_ns 0.87 \
    post_cts.repair.setup_buffers 0 \
    clock-skew-final_ns 0.0802 \
    ctsResizeCount 0 \
    grt_setup_unrepaired "false" \
    holdPathStages 2 \
    ys_seq_elements 1030 \
    tns_ns 0 \
    edf_count 256 \
    synthCells 7076 \
    grt_remaining_overflow 0 \
    status "complete, no violations" \
    clockRootBuffer "clkbuf_16" \
    dpl_worst_slack_ns 56.66 \
    synthArstFlopShare_pct 0 \
    drc_errors 0 \
    numCtsBuffers 117 \
    p_sw_uw 342 \
    seq_area_mm2 0.0232 \
    maxSlewViolCount 0 \
    grt_usage_pct 26.6 \
    pwr-share-seq_pct 39.1 \
    tightestPinTransition_ns 1.28 \
    ctsHoldBuffers 0 \
    cp_slowest_cell "ha_1" \
    maxSlewHeadroom_pct 13.9 \
    drv_cap 0 \
    layout.cells.most_common "nand2_1" \
    io_buffers 1024 \
    required_ns 69.28 \
    min_period_ns 30.93 \
    synth.distinct_cells 83 \
    mi_logic_area_mm2 0.0343 \
    ioPinCount 1025 \
    post-route-util_pct 39.0 \
    yosys-stat-cells 7076 \
    ys_area_mm2 0.0599 \
    viasPerCell 4.83 \
    cp-start-kind "register" \
    top_area_share_pct 25.9 \
    crit_fanout 17 \
    placed_cells 10500 \
    reg2regPathDepth 34 \
]
## worst max-delay path, delay by kind of cell (launching register included)
family | cells | cell delay (ns)
AND-OR/OR-AND | 18 | 4.69
adder cells (fa/ha/maj) | 8 | 3.67
AND/OR/NAND/NOR | 8 | 1.47
buffers and inverters | 3 | 1.19
flip-flops | 1 | 0.73
multiplexers | 1 | 0.60
XOR/XNOR | 2 | 0.40
## worst max path at each step
| stage | from | end | slack (ns) | cells after the start |
|---|---|---|---|---|
| 6_report | roundnum[1] | hash[159] | 55.67 | 40 |
| 4_1_cts | roundnum[1] | hash[159] | 55.68 | 40 |
| 5_1_grt | roundnum[1] | hash[30] | 54.81 | 44 |
## power groups by stage
stage	Combinational, uW	Sequential [uW]	Clock (uW)
final	238	495	532
after CTS	240	495	546
after global routing	255	494	562
## cell type report
| cell class | instances | area share [%] |
|---|---|---|
| flip-flops and latches | 1030 | 30.0 |
| multi-input cells | 5397 | 44.4 |
| well taps | 2640 | 4.28 |
| clock buffers | 153 | 4.32 |
| repair buffers | 1113 | 14.1 |
| clock inverters | 68 | 1.05 |
| diodes | 26 | 0.0842 |
| inverters | 354 | 1.73 |
## through the flow
step,total power [uW],cell area (um2)
after global routing,1310,77200
after floorplan,612,59900
after global placement,744,73000
final,1260,77200
after detailed placement,743,73000
after CTS,1280,77200
## registers in the layout (all words and copies together), names as in the netlist
name and count:
w 512, roundnum 6, V 256, R 256
## cell usage after synthesis (all sizes together), types with 55 or more instances
| cell type | count |
|---|---|
| a21o | 188 |
| ha | 394 |
| nor2 | 259 |
| nand2 | 2364 |
| nand3 | 84 |
| clkbuf | 281 |
| a21oi | 351 |
| o21ai | 266 |
| o21a | 63 |
| dfxtp | 774 |
| fa | 195 |
| edfxtp | 256 |
| nand2b | 55 |
| inv | 352 |
| xor2 | 144 |
| nor3 | 58 |
| xnor2 | 449 |
## per-layer routing
| layer | global-route usage (%) | vias to the layer above | share of wire (%) |
|---|---|---|---|
| met5 | 0 | - | 0.082 |
| met3 | 5.56 | 427 | 6.0 |
| met2 | 47.0 | 1704 | 52 |
| met4 | 9.50 | 36 | 4.3 |
| li1 | - | 25400 | - |
| met1 | 32.1 | 24600 | 38 |
## cell families (layout without fill, tap and decap cells)
logic type	after synthesis	after routing	synth area share, %
xor gates and xnor gates	593	593	8.67
other	0	26	0
adders and majority gates	591	591	14.8
AOI/OAI and AO/OA	1186	1186	12.7
and+or+nand+nor	2968	2968	19.9
DFF	1030	1030	38.7
muxes	59	59	1.23
buffers and inverters	649	1688	4.07
No activity file was given, so power comes from the tool's default toggle rates.
